--- design/flow/run.sh ---
#!/bin/bash
# OpenROAD 26Q1-2900-gdf79404cd8, Yosys 0.63+post, stock flow scripts
make -C /OpenROAD-flow-scripts/flow DESIGN_CONFIG=/design/flow/config.mk WORK_HOME=/design/flow/orfs finish
--- design/flow/config.mk ---
export PLATFORM = sky130hd
export DESIGN_NAME = add16_cla
export DESIGN_NICKNAME = add16_cla
export VERILOG_FILES = /design/flow/design.v
export SDC_FILE = /design/flow/constraint.sdc
export NUM_CORES = 4
export LEC_CHECK = 1
export CORE_AREA = 10 10 78 78
export DIE_AREA = 0 0 88 88
--- design/flow/constraint.sdc ---
current_design add16_cla

set clk_period 15.7
set clk_io_pct 0.2

create_clock -name clk0 -period $clk_period

set non_clock_inputs [all_inputs -no_clocks]
set_input_delay [expr $clk_period * $clk_io_pct] -clock clk0 $non_clock_inputs
set_output_delay [expr $clk_period * $clk_io_pct] -clock clk0 [all_outputs]
--- design/flow/design.v ---
module full_adder(sum, cout, a, b, cin);
  input a, b, cin;
  output sum, cout;
  wire c1, c2, c3;
  assign #4 sum = (a^b^cin);
  assign #1 c1 = a & b;
  assign #1 c2 = b & cin;
  assign #1 c3 = cin & a;
  assign #2 cout = c1 + c2 + c3;
endmodule
module add16_rc(sum16, cout, a16, b16, cin);
  input [15:0] a16, b16;
  input cin;
  output [15:0] sum16;
  output cout;
  wire [15:1] c;
  full_adder U1(sum16[0], c[1], a16[0], b16[0], cin);
  full_adder U2[14:1](sum16[14:1], c[15:2], a16[14:1], b16[14:1], c[14:1]);
  full_adder U3(sum16[15], cout, a16[15], b16[15], c[15]);
endmodule
module full_adder_pg(sum, cout, p, g, a, b, cin);
  input a, b, cin;
  output sum, cout, p, g;
  xor #3 U1(p,a,b);
  and #1 U2(g,a,b);
endmodule
module carry_generator(couts, p, g, cin);
  input [3:0] p, g;
  input cin;
  output [3:0] couts;
  wire io1;
  and #1 U1(io1, p[0], cin);
  or #1 U2(couts[0], g[0], io1);
  wire io2;
  wire io3;
  and #1 U3(io2, p[1], g[0]);
  and #2 U4(io3, p[1], p[0], cin);
  or #2 U5(couts[1], io2, io3, g[1]);
  wire io4;
  wire io5;
  wire io6;
  and #1 U6(io4, p[2], g[1]);
  and #2 U7(io5, p[2], p[1], g[0]);
  and #2 U8(io6, p[2], p[1], p[0], cin);
  or #2 U9(couts[2], io4, io5, io6, g[2]);
  wire io7;
  wire io8;
  wire io9;
  wire io10;
  and #1 U10(io7, p[3], g[2]);
  and #2 U11(io8, p[3], p[2], g[1]);
  and #2 U12(io9, p[3], p[2], p[1], g[0]);
  and #3 U13(io10, p[3], p[2], p[1], p[0], cin);
  or #3 U14(couts[3], io7, io8, io9, io10, g[3]);
endmodule
module add4_cla(sum4, cout, a4, b4, cin);
  input [3:0] a4, b4;
  input cin;
  output [3:0] sum4;
  output cout;
  wire [3:0] c, p, g;
  full_adder_pg U1(sum4[0], c[0], p[0], g[0], a4[0], b4[0], cin);
  full_adder_pg U2(sum4[1], c[1], p[1], g[1], a4[1], b4[1], c[0]);
  full_adder_pg U3(sum4[2], c[2], p[2], g[2], a4[2], b4[2], c[1]);
  full_adder_pg U4(sum4[3], c[3], p[3], g[3], a4[3], b4[3], c[2]);
  carry_generator U5(c,p,g,cin);
  xor #3 U6(sum4[0], p[0] , cin);
  xor #3 U7(sum4[1], p[1] , c[0]);
  xor #3 U8(sum4[2], p[2] , c[1]);
  xor #3 U9(sum4[3], p[3] , c[2]);
  assign cout = c[3];
endmodule
module add16_cla(sum16, cout, a16, b16, cin);
  input [15:0] a16, b16;
  input cin;
  output [15:0] sum16;
  output cout;
  wire [3:1] c;
  add4_cla U1(sum16[3:0], c[1], a16[3:0], b16[3:0], cin);
  add4_cla U2(sum16[7:4], c[2], a16[7:4], b16[7:4], c[1]);
  add4_cla U3(sum16[11:8], c[3], a16[11:8], b16[11:8], c[2]);
  add4_cla U4(sum16[15:12], cout, a16[15:12], b16[15:12], c[3]);
endmodule
==> metrics.yaml <==
hold_path_class: "input pin to output pin"
hpwlAfterDp_microns: 2010
cts_resized: 0
warnings: 32
syn_avg_cell_area_sq_um: 8.25
ys_chip_area_sq_um: 850
crit_chain: "clkdlybuf4s50_1, ha_1, o21ai_0, o21bai_2, o2bb2ai_2, a311oi_4, fa_1, inv_1, clkdlybuf4s50_1"
synth.top_cell.area_share: 0.236
syn_inst: 103
yosysTopAreaCell: "ha_1"
slew_headroom: 0.802
yosysWarnings: 0
grt_pass1_wl_microns: 3600
p_per_area_nw_per_um2: 39.9
core_area_sq_um: 4410
cp_common_cell: "clkdlybuf4s50_1"
yosys.cell_types.count: 32
num_vias: 738
num_rows: 24
syn_area_sq_um: 850
timing.final.ws_setup_ns: 6.80
port_buffers: 50
peakVddDrop_v: 0.0000150
flop_area_sq_um: 0
crit_arrival_ns: 5.76
ys_seq_share: 0
vias_per_cell: 3.90
period_used_share: 0.567
p_leak_uw: 0.000569
setup_viol: 0
finalMaxSlewViolations: 0
tns_ns: 0
rsz0062_at_grt: "false"
fp.dieW_microns: 88
fmax_ghz: 0.112
drv_cap: 0
ios: 50
crit_required_ns: 12.56
chip_area_sq_um: 7740
yosys-top-cells-area: "ha_1 (24%), buf_4 (14%), fa_1 (9.4%)"
final-hold-violation-count: 0
drive_above_1_share: 0.0949
crit_start: "a16[6]"
fin_util: 0.293
post_drt_wl_per_cell_microns: 11.1
slowest_delay_ns: 0.46
post-route-drc-count: 0
ys_cells: 103
synth.top_cells.by_count: "buf_4 (16), ha_1 (16), inv_1 (14)"
post-route-min-period_ns: 8.90
cts_setup_buffers: 0
tightest_slew_ns: 0.297
cp-start-kind: "input pin"
end_kind: "output pin"
initCoreUtil: 0.192
seq_cells: 0
nClkBuffers: 0
place.gp.congestion: 0.713
die_h_microns: 88
status: "finished clean"
firstDrtPassIters: 3
grt_antenna_before_repair: 0
routed_wl_microns: 2110
hold_buffers: 0
n_antenna_cell: 0
worst_path_max_delay_cell: "fa_1"
ant_nets: 0
grt_pass1_vias: 826
grt_usage: 0.0543
hold_start: "b16[15]"
overflow: 0
area_growth_pct: 52.4
pre_cts_slack_ns: 6.79
grt_max_degree: 5
worstPathMaxFanout: 4
criticalPathCategory: "input pin to output pin"
drt-initial-drc-count: 18
[routing by layer]
metal  vias to the layer above  part of all wire  GRT usage
met1                       309              0.43     0.0675
met4                         0                 0          0
met5                         -                 0          0
met3                         0              0.11     0.0168
met2                        24              0.46     0.0952
li1                        405                 -          -
[stage by stage]
stage | hold slack (ns) | cell area, sq um | instances | total power, uW
3_3_place_gp | 7.36 | 1290 | 189 | 53.1
2_1_floorplan | 6.45 | 850 | 103 | 33.8
4_1_cts | 7.37 | 1290 | 189 | 53.3
3_5_place_dp | 7.37 | 1290 | 189 | 53.0
6_report | 7.35 | 1290 | 189 | 51.7
5_1_grt | 7.42 | 1290 | 189 | 59.0
[report_power, final]
part / total, uW / switching [uW] / internal [uW] / leakage (uW)
clock network: 0 / 0 / 0 / 0
registers: 0 / 0 / 0 / 0
logic: 51.7 / 17.6 / 34.1 / 0.000569
total: 51.7 / 17.6 / 34.1 / 0.000569
[kinds of logic (layout without fill, tap and decap cells)]
family | Yosys count | in the layout | share of synthesized area
buffers and inverters | 31 | 65 | 0.208
adder cells (fa/ha/maj) | 20 | 20 | 0.330
AND/OR/NAND/NOR | 21 | 21 | 0.131
XOR/XNOR | 10 | 10 | 0.103
AND-OR/OR-AND | 21 | 21 | 0.228
[cell type report]
cell class                 instances  area [sq um]
multi-input combinational         72           673
timing repair buffer              50           500
inverter                          15          56.3
tap                               52          65.1
fill                             463          3120
[layout by cell type (no fill, tap or decap), drive strengths merged, types with 2 or more instances in the layout]
cell and count:
a211oi 2, a21o 3, a21oi 5, clkdlybuf4s50 50
fa 4, ha 16, inv 15, nand2 2
nor2 10, nor3 2, o21a 2, o21ai 3
xnor2 8, xor2 2
[path summary, 6_finish.rpt]
| path | endpoint | slack [ns] | cells after the start |
|---|---|---|---|
| worst max-delay path | sum16[12] | 6.80 | 9 |
| worst min-delay path | sum16[15] | 7.35 | 4 |
[worst max-delay path, delay by kind of cell]
family	cells	cell delay, ns
buffers and inverters	3	0.94
AOI/OAI and AO/OA	4	0.87
adders and majority gates	2	0.81
Power and IR drop assume default switching activity.
